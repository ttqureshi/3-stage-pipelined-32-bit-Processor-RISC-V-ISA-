===== /design/flow/config.mk =====
export PLATFORM = sky130hd
export DESIGN_NAME = timer
export DESIGN_NICKNAME = timer
export VERILOG_FILES = /design/flow/design.v
export SDC_FILE = /design/flow/constraint.sdc
export NUM_CORES = 4
export LEC_CHECK = 1
export CORE_UTILIZATION = 40

===== /design/flow/constraint.sdc =====
current_design timer

set clk_period 5.5
set clk_io_pct 0.2

create_clock -name clk0 -period $clk_period [get_ports {clk}]

set non_clock_inputs [all_inputs -no_clocks]
set_input_delay [expr $clk_period * $clk_io_pct] -clock clk0 $non_clock_inputs
set_output_delay [expr $clk_period * $clk_io_pct] -clock clk0 [all_outputs]

===== /design/flow/run.sh =====
#!/bin/bash
# OpenROAD 26Q1-2900-gdf79404cd8, Yosys 0.63+post, stock flow scripts
make -C /OpenROAD-flow-scripts/flow DESIGN_CONFIG=/design/flow/config.mk WORK_HOME=/design/flow/orfs finish

===== /design/flow/design.v =====
module timer (
    input  logic clk,
    input  logic rst,
    output logic timer_interrupt
);
    parameter TIMER_LIMIT = 100;
    reg [31:0] timer_counter;
    always @(posedge clk or posedge rst)
    begin
        if (rst)
        begin
            timer_counter <= 0;
        end
        else
        begin
            timer_counter <= timer_counter + 1;
            if (timer_counter == TIMER_LIMIT)
            begin
                timer_counter <= 0;
                timer_interrupt <= 1;
            end
            else
            begin
                timer_interrupt <= 0;
            end
        end
    end
endmodule

==> impl_metrics.csv <==
group,metric,value,unit
timing,fin_skew,0.00547,ns
timing,whs,0.478,ns
routing,insertedDiodeCount,0,
synthesis,syn_area,1550,um^2
setup_path,cp.required,4.40,ns
routing,dr.pass1.iters,4,
clock_tree,ctsResizeCount,0,
outcome,status,"finished clean",
timing,clock.fmax,0.464,GHz
finish,finalInstanceArea,1750,um^2
global_route,grt_first_pass_wirelength,4800,um
power_and_ir_drop,finalPower,0.481,mW
floorplan,die.size.y,64.2,um
setup_path,critical-path-max-stage-delay,0.45,ns
place,dp_cells,190,
floorplan,fp-utilization,41.9,%
global_route,grt_antenna_before_repair,0,
timing,period_used_share,39.2,%
run,max_cap_viol_count,0,
run,tool_warnings,26,
place,gp_congestion,0.832,
finish,final_cell_mix,"32 x dfrtp_1, 23 x xnor2_1, 16 x nand3_1",
synthesis,yosysChipArea,1550,um^2
global_route,grt_max_degree,34,
synthesis,ys_sh_adder,1.62,%
clock_tree,clock_sinks,33,
clock_tree,cts-root-buf,"clkbuf_8",
floorplan,core_region_area,3690,um^2
setup_path,path_delay_family,"buffers and inverters",
timing,finalHoldViolCount,0,
place,placed_area,1630,um^2
finish,lay_top_count,"dfrtp_1",
timing,slew_headroom,36.4,%
clock_tree,cts.path.max_buffers,2,
global_route,grt_pass1_vias,996,
power_and_ir_drop,vdd_drop_max,0.167,mV
routing,routed_via_density,5.41,
finish,syn2layout_area_growth,13.2,%
routing,antenna_left,0,
floorplan,num_rows,22,
clock_tree,htree_levels,2,
timing,drv_slew,0,
clock_tree,cts_tree,"built",
synthesis,synthTopLogicFamily,"simple AND/OR/NAND/NOR gates",
routing,vias,1072,
global_route,grt_usage,15.4,%
setup_path,crit_path_end_kind,"output port",
clock_tree,clk_pin_slew,0.06,ns
synthesis,ys_types,23,
synthesis,ys_seq_share,53.8,%
clock_tree,ctsHoldBuffers,0,
setup_path,cpMaxStageDelayCell,"clkdlybuf4s50_1",
setup_path,cp-start-kind,"register",
synthesis,postSynthAreaPerCell,11.1,um^2
setup_path,path_cells,"clkdlybuf4s50_1",
synthesis,yosys.area_share.simple,26.6,%
worst_hold_path,hold_class,"register to register",
timing,rsz0062_at_grt,"no",
routing,drt_iter0_drc,95,
synthesis,synthMuxAreaShare,0,%
synthesis,synth_xor_xnor_area_share,17.0,%
finish,instances_no_fill,198,
floorplan,die_w,64.2,um
timing,period_minus_slack,2.16,ns
synthesis,compound_area_share,0,%
synthesis,ys.flops,33,
setup_path,crit_buf_inv,1,
routing,wl_per_cell,14.0,um
power_and_ir_drop,power_leakage,0.742,nW
timing,tightestPinTransition,0.946,ns
power_and_ir_drop,p_per_area,275,nW/um^2
floorplan,pin_count,3,
synthesis,ys_cells,139,
place,dp_hpwl,1840,um
routing,wl,2760,um
timing,setup_violations,0,
timing,finalSetupTns,0,ns
clock_tree,cts_setup_buffers,0,
synthesis,yosys_warnings,1,
clock_tree,insertion_delay,0.28,ns
finish,drive_gt1_share,8.67,%
routing,route.detailed.drc,0,
setup_path,cp.arrival,1.06,ns
clock_tree,cts_inserted_buffers,5,
synthesis,synthCells,139,
setup_path,crit_path_max_fanout,1,
place,portBuffers,2,
global_route,overflow,0,
setup_path,crit_type,"register to output port",
floorplan,dieArea,4120,um^2
==> final timing paths <==
path	start	to	slack, ns	cells past startpoint
min in group asynchronous	rst	timer_counter[27]	1.21	3
hold reg to reg	timer_counter[31]	timer_counter[31]	0.48	1
setup / recovery	timer_interrupt	timer_interrupt	3.34	1
hold / removal	timer_counter[31]	timer_counter[31]	0.48	1
setup reg to reg	timer_counter[8]	timer_counter[31]	3.42	4
max in group asynchronous	rst	timer_counter[18]	3.99	3
==> through the flow <==
step / worst slack, ns / util (%)
after floorplan: 3.32 / -
after global placement: 3.21 / 44.3
after detailed placement: 3.20 / 44.3
after CTS: 3.32 / 47.4
after global routing: 3.28 / 47.4
final: 3.34 / 47.4
==> Yosys cell counts <==
cell type | instances | area share [%]
dfrtp_1 | 32 | 52
xnor2_1 | 23 | 13
nand3_1 | 16 | 5.2
nand4_1 | 10 | 4.0
nand2_1 | 9 | 2.2
nor2_1 | 9 | 2.2
xor2_1 | 7 | 4.0
nor4_1 | 5 | 2.0
and3_1 | 4 | 1.6
inv_1 | 4 | 0.97
nor3_1 | 4 | 1.3
and4_1 | 2 | 1.1
ha_1 | 2 | 1.6
nor2b_1 | 2 | 0.81
nor4_2 | 2 | 1.6
and2_1 | 1 | 0.41
edfxtp_1 | 1 | 1.9
nand2b_1 | 1 | 0.41
nor3_4 | 1 | 1.1
nor3b_2 | 1 | 0.81
nor4bb_1 | 1 | 0.65
or4_1 | 1 | 0.49
or4_4 | 1 | 0.73
==> routing by layer <==
layer	GRT usage (%)	up-vias	wire length, um
met5	0	-	0
met4	1.94	0	19
met3	3.99	2	98
met2	19.1	14	1160
met1	28.1	546	1480
li1	-	510	-
==> power by group <==
part / internal (mW) / switching (mW)
clock network: 0.148 / 0.0832
logic: 0.00143 / 0.00461
registers: 0.244 / 0.0000582
==> registers in the layout, indices dropped and copies added (netlist names) <==
name / cells
timer_counter: 32
timer_interrupt: 1
==> layout make-up <==
class	count	area, um^2
flip-flops and latches	33	831
repair buffers	3	27.5
clock buffers	7	86.3
clock inverters	1	30.0
well taps	48	60.1
multi-input cells	102	699
inverters	4	15.0
fillers	345	1940
==> logic make-up (layout without fill, tap and decap cells) <==
family / Yosys count / in the layout
XOR/XNOR: 30 / 30
adder cells (fa/ha/maj): 2 / 2
buffers and inverters: 4 / 15
flip-flops: 33 / 33
AND/OR/NAND/NOR: 70 / 70
Power figures rest on the tool's default switching activity, not on a simulated workload.
